**./config.mk**
```make
export PLATFORM = sky130hd
export DESIGN_NAME = uart_top
export DESIGN_NICKNAME = uart_top
export VERILOG_FILES = /design/flow/design.v
export SDC_FILE = /design/flow/constraint.sdc
export NUM_CORES = 4
export LEC_CHECK = 1
export CORE_UTILIZATION = 40
```
**./constraint.sdc**
```tcl
current_design uart_top

set clk_period 2.7
set clk_io_pct 0.2

create_clock -name clk0 -period $clk_period [get_ports {clk}]

set non_clock_inputs [all_inputs -no_clocks]
set_input_delay [expr $clk_period * $clk_io_pct] -clock clk0 $non_clock_inputs
set_output_delay [expr $clk_period * $clk_io_pct] -clock clk0 [all_outputs]
```
**./design.v**
```verilog
module baud_rate_gen(
    input clk,
    input rst,
    output tx_enb,
    output rx_enb
);
    reg [7:0] tx_counter;
    reg [3:0] rx_counter;  
    always @(posedge clk) begin
        if (rst)
            tx_counter <= 8'd0;
        else if (tx_counter == 8'd216) 
            tx_counter <= 8'd0;
        else
            tx_counter <= tx_counter + 1'b1;
    end
    always @(posedge clk) begin
        if (rst)
            rx_counter <= 4'd0;
        else if (rx_counter == 4'd13) 
            rx_counter <= 4'd0;
        else
            rx_counter <= rx_counter + 1'b1;
    end
    assign tx_enb = (tx_counter == 8'd0);
    assign rx_enb = (rx_counter == 4'd0);
endmodule
module receiver
  (
    input  wire clk,
    input  wire rst,
    input  wire rx,
    input  wire rx_enb,      
    output reg  rx_done,
    output reg  [7:0] rx_data
  );
  parameter IDLE  = 2'b00;
  parameter START = 2'b01;
  parameter DATA  = 2'b10;
  parameter STOP  = 2'b11;
  reg [1:0] state;
  reg [3:0] count; 
  reg [2:0] bit_index;
  always @(posedge clk or posedge rst) begin
    if (rst) begin
      state      <= IDLE;
      rx_done    <= 0;
      count <= 0;
      bit_index  <= 0;
      rx_data    <= 0;
    end 
    else begin
      case (state)
        IDLE: begin
          rx_done    <= 0;
          count <= 0;
          bit_index  <= 0;
          if (rx == 0)  
            state <= START;
        end
        START: begin
          if (rx_enb) begin
            if (count == 7) begin 
              count <= 0;
              if (rx == 0)
                state <= DATA;
              else
                state <= IDLE;
            end 
            else begin
              count <= count + 1;
            end
          end
        end
        DATA: begin
          if (rx_enb) begin
            if (count == 15) begin
              count <= 0;
              rx_data[bit_index] <= rx;
              if (bit_index == 7)
                state <= STOP;
              else
                bit_index <= bit_index + 1;
            end 
            else begin
              count <= count + 1;
            end
          end
        end
        STOP: begin
          if (rx_enb) begin
            if (count == 15) begin
              rx_done <= 1;
              state   <= IDLE;
            end 
            else begin
              count <= count + 1;
            end
          end
        end
        default: state <= IDLE;
      endcase
    end
  end
endmodule
module transmmiter
  (
    input  wire clk,
    input  wire rst,
    input  wire tx_start,
    input  wire [7:0] tx_data_in,
    input  wire tx_enb,     
    output reg  tx,
    output reg  tx_busy,
    output reg  tx_done
  );
  parameter IDLE  = 2'b00;
  parameter START = 2'b01;
  parameter DATA  = 2'b10;
  parameter STOP  = 2'b11;
  reg [1:0] state;
  reg [2:0] bit_index;
  reg [7:0] data_reg;
  always @(posedge clk or posedge rst) begin
    if (rst) begin
      state     <= IDLE;
      tx        <= 1;  
      tx_busy   <= 0;
      tx_done   <= 0;
      bit_index <= 0;
      data_reg  <= 0;
    end
    else begin
      tx_done <= 0;  
      case (state)
        IDLE: begin
          tx <= 1;
          bit_index <= 0;
          if (tx_start) begin
            data_reg <= tx_data_in;
            tx_busy  <= 1;
            state    <= START;
          end 
          else begin
            tx_busy  <= 0;
          end
        end
        START: begin
          tx <= 0;  
          if (tx_enb) 
            state <= DATA;
        end
        DATA: begin
          tx <= data_reg[bit_index];
          if (tx_enb) begin
            if (bit_index == 7) begin
              bit_index <= 0;
              state <= STOP;
            end 
            else begin
              bit_index <= bit_index + 1;
            end
          end
        end
        STOP: begin
          tx <= 1;  
          if (tx_enb) begin
            tx_done <= 1;
            state   <= IDLE;
            tx_busy <= 0;
          end
        end
        default: state <= IDLE;
      endcase
    end
  end
endmodule
module uart_top
  (
    input  wire clk,
    input  wire rst,
    input  wire rx,
    output wire [7:0] rx_data,
    output wire rx_done,
    input  wire tx_start,
    input  wire [7:0] tx_data_in,
    output wire tx,
    output wire tx_busy,
    output wire tx_done
  );
  wire tx_enable;
  wire rx_enable;
  baud_rate_gen baud_gen (
    .clk(clk),
    .rst(rst),
    .tx_enb(tx_enable),
    .rx_enb(rx_enable)
  );
  transmmiter tx_inst (
    .clk(clk),
    .rst(rst),
    .tx_start(tx_start),
    .tx_data_in(tx_data_in),
    .tx_enb(tx_enable),
    .tx(tx),
    .tx_busy(tx_busy),
    .tx_done(tx_done)
  );
  receiver rx_inst (
    .clk(clk),
    .rst(rst),
    .rx(rx),
    .rx_enb(rx_enable), 
    .rx_done(rx_done),
    .rx_data(rx_data)
  );
endmodule
```
**./run.sh**
```bash
#!/bin/bash
# OpenROAD 26Q1-2900-gdf79404cd8, Yosys 0.63+post, stock flow scripts
make -C /OpenROAD-flow-scripts/flow DESIGN_CONFIG=/design/flow/config.mk WORK_HOME=/design/flow/orfs finish
```
==> results.ini <==
[status]
status = finished clean

[floorplanning]
fp-utilization_pct = 41.7
fp.dieW_um = 80.8
fp.dieH_um = 80.8
rows = 28
io-pin-count = 24
core_area_um2 = 5960
die-area_um2 = 6530

[critical_path]
critPathArrivalTime_ns = 2.25
required_ns = 2.89
crit_path_start_kind = flop
crit_family = simple AND/OR/NAND/NOR gates
critPathCaptureType = flop
reg2reg_depth = 6
crit_slowest_cell = or3b_1
crit_chain = inv_1, ha_1, or3b_1, o21ai_4, nand4_1, mux2_4
timing.rr.start = baud_gen.rx_counter[0]
critPathKind = flop to flop
critPathMaxStageDelay_ns = 0.52
crit_buf_inv = 1
rrSetupSlack_ns = 0.64
timing.rr.end = rx_inst.rx_data[0]
cp_max_fo = 12

[sta]
final.period_utilization_pct = 76.2
fmax_mhz = 486
slew_headroom_pct = 65.9
finalHoldViolations = 0
final.setup_skew_ns = 0.00674
min_period_ns = 2.06
setup_viol = 0
slew_violations = 0
setup_ws_ns = 0.644
finalSetupTns_ns = 0
rsz0062_at_grt = false
worst_pin_slew_ns = 0.510

[global_routing]
antenna_found_initial = 0
grt_usage_pct = 14.8
use_met3_pct = 2.85
busiest_layer = met1
grt_pass1_wl_um = 7400
grt_overflow_total = 0
grt_pass1_vias = 1640
use_met2_pct = 22.4
grtUsageMet1_pct = 23.4
grt_max_degree = 39

[clock_tree]
cts-hold-fix-buffers = 0
ctsHtreeMaxLevel = 2
cts.clk_slew.worst_paths_ns = 0.09
tritoncts = built
cts_resized = 0
cts_root_buf = clkbuf_8
clockBufferDepth = 2
cts_post_setup_buffers_inserted = 0
cts_made_buffers = 5
clock_latency_ns = 0.30
cts.sinks = 50

[yosys]
edf_count = 0
synth_top_cell_by_area = dfrtp_1
yosys_cells = 240
ff_type = dfrtp_1
syn_inst = 240
ys_seq_share_pct = 48.1
ys_area_um2 = 2490
topCellsByArea = dfrtp_1, dfxtp_1, ha_1, mux2_2, nand3_1
synth_top_area_share_pct = 35.2
synth-warning-count = 3
async_flop_share_pct = 76.0
syn_area_um2 = 2490
ys_types = 48
postSynthAreaPerCell_um2 = 10.4
ys_seq_elements = 50

[route]
drtPass1Iterations = 4
wire_per_inst_um = 12.8
antenna_cells = 0
drc = 0
viasPerCell = 5.26
via_count = 1788
drt-initial-drc-count = 130
drtAntennaViolNets = 0
routed_wl_um = 4370

[layout]
fin_cells = 340
final_layout_size_suffix_gt1_share_pct = 10.6
syn_to_final_growth_pct = 15.3

[pwr]
power.leakage_nw = 1.17
p_total_w = 0.00220
ir_drop_v = 0.000511
p_per_area_nw_per_um2 = 768

[place]
place.gp.congestion = 0.839
placed_cells = 332
portBuffers = 23
hpwl_um = 3010
preCtsSetupSlack_ns = 0.652

[worst_hold_path]
hold_path.class = flop to flop
hold_depth = 1
holdPathEnd = baud_gen.tx_counter[0]
hp-start = baud_gen.tx_counter[0]

[run]
max_cap_viol_count = 0
warning_count = 31

[metrics by stage]
step / hold slack, ns / util [%] / cell area (µm²)
5_1_grt: 0.500 / 48.1 / 2870
3_3_place_gp: 0.445 / 46.5 / 2770
3_5_place_dp: 0.455 / 46.5 / 2770
6_report: 0.470 / 48.1 / 2870
4_1_cts: 0.476 / 48.1 / 2870
2_1_floorplan: 0.430 / - / 2490
[per-layer routing]
metal | part of all wire, % | up-vias
met2 | 46 | 23
met4 | 0.92 | 0
met5 | 0 | -
li1 | - | 900
met3 | 2.9 | 5
met1 | 50 | 860
[logic make-up after synthesis]
kind of cell,synth area share [%]
compound gates,12.9
xor+xnor,1.41
fa+ha+maj,6.54
buf+inv,4.73
flops,48.1
mux,9.46
simple gates,16.9
[worst register-to-register path, stage by stage (launching register included)]
cell and delay [ns]:
dfxtp_1 0.36, inv_1 0.08, ha_1 0.15, or3b_1 0.52, o21ai_4 0.37, nand4_1 0.17
mux2_4 0.31
[cell usage after synthesis (3+ instances only)]
library cell,count
and3_1,3
nand3_1,18
inv_1,19
o21ai_0,12
ha_1,13
or3_1,5
mux2i_1,4
a22o_1,3
dfstp_2,3
a21oi_1,8
mux2_2,11
dfxtp_1,12
o22ai_1,4
o2bb2ai_1,4
dfrtp_1,35
nor2_1,16
nor3_1,5
buf_2,4
nand2_1,21
nor3b_1,4
a32o_1,4
[worst max-delay path by stage]
| stage | from | to | depth (start not counted) |
|---|---|---|---|
| after global routing | baud_gen.rx_counter[0] | rx_inst.rx_data[0] | 6 |
| final | baud_gen.rx_counter[0] | rx_inst.rx_data[0] | 6 |
| after CTS | baud_gen.rx_counter[0] | rx_inst.rx_data[0] | 6 |
[layout by cell type, fill, tap and decap left out, types with 4 or more instances in the layout]
master / count
inv_1: 19
clkdlybuf4s50_1: 23
nor2_1: 16
nand2_1: 21
clkbuf_8: 6
o2bb2ai_1: 4
nor3_1: 5
or3_1: 5
o21ai_0: 12
a21oi_1: 8
nor3b_1: 4
dfxtp_1: 12
ha_1: 13
nand3_1: 18
mux2_2: 11
dfrtp_1: 35
mux2i_1: 4
a32o_1: 4
o22ai_1: 4
[layout make-up]
| class | count | area [µm²] |
|---|---|---|
| tap | 75 | 93.8 |
| sequential | 50 | 1190 |
| clock inverter | 2 | 12.5 |
| timing repair buffer | 24 | 238 |
| multi-input combinational | 164 | 1170 |
| inverter | 19 | 71.3 |
| clock buffer | 6 | 82.6 |
| fill | 558 | 3090 |
[power breakdown]
part           switching (W)  internal [W]  leakage [nW]
combinational       0.000293      0.000359         0.545
clock               0.000244      0.000207        0.0488
sequential          0.000174      0.000925         0.572
No activity file was given, so power comes from the tool's default toggle rates.
